File: run.sh
#!/bin/bash
# OpenROAD 26Q1-2900-gdf79404cd8, Yosys 0.63+post, stock flow scripts
make -C /OpenROAD-flow-scripts/flow DESIGN_CONFIG=/design/flow/config.mk WORK_HOME=/design/flow/orfs finish
File: design.v
`timescale 1ns / 1ps
module Up_Dn_Counter(
    input clk,  
    input [4:0] IN,  
    input LOAD,  
    input Up,  
    input Down,  
    output High,  
    output Low,  
    output [4:0] Counter  
    );
    reg [4:0] state,next_state;
    always@(posedge clk)
        begin
            if(LOAD) state <= IN;
            else state <= next_state;
        end
    always@(Up,Down,High,Low,state)
        begin
            next_state = state;
            if(Down && !Low) next_state = state - 1;
            else if(Up && !High ) next_state = state + 1;
        end
     assign Low = (state == 5'd0);   
     assign High = (state == 5'd31);
     assign Counter = state;
endmodule
File: config.mk
export PLATFORM = sky130hd
export DESIGN_NAME = Up_Dn_Counter
export DESIGN_NICKNAME = Up_Dn_Counter
export VERILOG_FILES = /design/flow/design.v
export SDC_FILE = /design/flow/constraint.sdc
export NUM_CORES = 4
export LEC_CHECK = 1
export CORE_AREA = 10 10 70 70
export DIE_AREA = 0 0 80 80
export SYNTH_HDL_FRONTEND = slang
File: constraint.sdc
current_design Up_Dn_Counter

set clk_period 4.1
set clk_io_pct 0.2

create_clock -name clk0 -period $clk_period [get_ports {clk}]

set non_clock_inputs [all_inputs -no_clocks]
set_input_delay [expr $clk_period * $clk_io_pct] -clock clk0 $non_clock_inputs
set_output_delay [expr $clk_period * $clk_io_pct] -clock clk0 [all_outputs]
==> impl_report.txt <==
==== FLOW RESULTS ====
----------------------------------------------------
[Outcome]
  Outcome ........................ finished, final reports clean

[Placement]
  HPWL Detailed ........................ ~860 um
  Tally of buffers added on design ports ........................ 15
  GPL Wtd Cong ........................ between 0.7 and 0.8
  Placed standard-cell area ........................ between 500 and 600 um^2

[Logic synthesis]
  Post-synth mux share ........................ under 10%
  Simple-Gate Area Share ........................ approximately 14%
  Yosys adder share ........................ 15.13%
  Seq/Total Area, Yosys ........................ 39.47%
  Synth Area in Compound Gates ........................ 14.14%
  Mean instance size in the synthesized netlist ........................ roughly 11 um^2
  Cell area after synthesis ........................ around 380 um^2
  Instance tally after logic synthesis ........................ 36
  Syn. warnings ........................ 0
  Predominant post-synthesis flop cell ........................ sky130_fd_sc_hd__edfxtp_1
  Xor+xnor area frac ........................ 6.908%
  Register bit count reported by yosys ........................ 5
  Fraction of registers with async set/reset ........................ 0%
  Main combinational cell family by area after synthesis ........................ adder cells
  Count of library flops with an enable pin ........................ 5
  Number of cell instances after yosys synthesis ........................ 36
  YS chip area ........................ about 380 um^2
  Netlist cell types ........................ 20

[Critical path]
  Cell class contributing the biggest share of worst-path delay ........................ buffers and inverters
  Kind of critical path ........................ in2reg
  Cell with the largest stage delay on the worst path ........................ sky130_fd_sc_hd__clkdlybuf4s50_1
  Largest stage delay on the critical path ........................ roughly 0.50 ns
  Arr. time, crit path ........................ ~2.7 ns
  Critical path cell sequence ........................ clkdlybuf4s50_1 -> nor2b_1 -> ha_1 -> a21o_1 -> a21oi_1 -> xnor2_1 -> mux2_2
  Kind of capture point of the worst setup path ........................ flop
  Crit path max fanout ........................ 5
  Count of buffer and inverter cells on the critical path ........................ 1
  Startpoint Class ........................ input port
  Required time of the worst setup path ........................ 4.09 ns

[Clock tree]
  Hold-fix buffers, CTS ........................ 0
  Latest clock arrival within the worst-skew pair ........................ about 0.24 ns
  Clock transition at the registers of the reported paths ........................ ~0.04 ns
  Number of buffers created by CTS ........................ 3
  Maximum buffer depth of the clock tree ........................ 2
  Resize count post-CTS ........................ 0
  Depth of the CTS H-tree ........................ 1
  Post-CTS setup buffer count ........................ 0
  Number of clock sinks ........................ 5
  TritonCTS clock tree ........................ built
  CTS root buf ........................ sky130_fd_sc_hd__clkbuf_4

[STA]
  Largest clock skew in the final design ........................ ~0.0029 ns
  Share of the clock period used by the worst path after layout ........................ 66.33%
  Total negative slack ........................ 0 ns
  Final count of negative-setup-slack endpoints ........................ 0
  Top achievable clock speed ........................ about 370 MHz
  Post-layout minimum cycle time ........................ ~2.7 ns
  Pins Over Slew Limit ........................ 0
  Final Hold Violating Endpoints ........................ 0
  Normalized max-slew margin ........................ 76.59%
  Unrepaired setup endpoints after global routing ........................ no
  Slew at the pin with the worst max-slew slack ........................ 0.3504 ns

[Floorplan]
  CORE AREA ........................ around 3400 um^2
  Horizontal die dimension ........................ ~80 um
  Number of placement rows ........................ 21
  Die Ht ........................ ~80 um
  Total die size ........................ roughly 6400 um^2
  IO Pins ........................ 16
  Floorplan Utilization ........................ between 10% and 20%

[Global route]
  Maximum number of pins on one net before global-route repair ........................ 10
  Overall Global Routing Usage ........................ around 3.3%
  Residual overflow from global routing ........................ 0
  Initial antenna violation count ........................ 0
  Global-route wire length before repair ........................ 1600 um
  Via count of the first global-routing pass ........................ about 330

[Cells and area]
  Most common cell after layout, fill and taps aside ........................ sky130_fd_sc_hd__clkdlybuf4s50_1
  P&R area growth vs syn ........................ 60.53%
  Proportion of layout cells with a drive suffix above 1 ........................ between 10 and 15%
  Number of flip-flops under the largest register name ........................ 5
  Finished layout cell area ........................ slightly above 600 um^2
  Top Layout Cells ........................ 15 x sky130_fd_sc_hd__clkdlybuf4s50_1, 5 x sky130_fd_sc_hd__edfxtp_1, 4 x sky130_fd_sc_hd__nand2_1, 4 x sky130_fd_sc_hd__o21ai_0

[Job]
  Max-capacitance violation count ........................ 0
  Tool warnings ........................ 25

[Route]
  Number of iterations in the first detailed-routing pass ........................ 4
  Antenna cell count ........................ 0
  Number of nets with antenna violations after detailed routing ........................ 0
  Residual DRC count ........................ 0
  DR WL/cell ........................ a little over 10 um
  Avg Vias per Cell ........................ around 3.4
  Number of vias in the routed layout ........................ between 300 and 400
  Sum of routed wire length over all layers ........................ approximately 1000 um
  Violation count after the first detailed-routing iteration ........................ 26

[Power]
  Leakage power ........................ 0.2274 nW
  Peak VDD IR ........................ 0.0001652 V
  Pwr/cell area ........................ 459.8 nW/um^2

[Hold path]
  Tightest Hold Check Type ........................ reg2reg

----------------------------------------------------
## where the power goes
group / total [W] / internal [W] / switching (W) / leakage, nW
Combinational: 0.000122 / 0.0000778 / 0.0000446 / 0.160
Clock: 0.0000560 / 0.0000367 / 0.0000192 / 0.0150
Sequential: 0.000102 / 0.0000788 / 0.0000235 / 0.0525
## kinds of logic (layout without fill, tap and decap cells)
group,Yosys count,after routing
simple gates,10,10
compound gates,9,9
flops,5,5
fa+ha+maj,4,4
xor+xnor,3,3
mux,3,3
buf+inv,2,20
## cells in the mapped netlist (all sizes together) (2+ instances only)
master / n / area (um^2)
a21o: 2 / 15.01
a21oi: 2 / 10.01
edfxtp: 5 / 150.1
ha: 3 / 37.54
mux2: 2 / 22.52
nand2: 4 / 15.01
nor2: 2 / 10.01
o21ai: 4 / 20.02
xnor2: 2 / 17.52
## per-stage QoR
stage / power (W) / worst slack, ns / hold slack (ns) / std cells / util [%]
global route: 0.0003054 / 1.242 / 0.8205 / 100 / 17.88
CTS: 0.0002869 / 1.364 / 0.7798 / 100 / 17.88
global placement: 0.0002258 / 1.186 / 0.7659 / 96 / 17.11
finish: 0.0002807 / 1.381 / 0.7769 / 100 / 17.88
detailed placement: 0.0002281 / 1.124 / 0.7724 / 96 / 17.11
floorplan: 0.0001647 / 1.678 / 0.6848 / 36 / -
## worst reg2reg max path: cells and delay by family (launching register included)
| family | cells | cell delay (ns) |
|---|---|---|
| AOI/OAI and AO/OA | 2 | 0.38 |
| adders and majority gates | 1 | 0.42 |
| xor gates and xnor gates | 1 | 0.10 |
| DFF | 1 | 0.49 |
| muxes | 1 | 0.26 |
| and+or+nand+nor | 3 | 0.75 |
## layout make-up
type                            instances  area (um^2)
Fill cell                             389         2805
Multi-Input combinational cell         29        222.7
Sequential cell                         5        150.1
Timing Repair Buffer                   15        150.1
Tap cell                               46        57.56
Clock buffer                            4        26.28
Inverter                                1        3.754
## metal layers
layer  track usage (%)  routed length, um  vias up
met3             2.500                155        0
li1                  -                  -      169
met1             4.268                453      150
met4            0.1761                  0        0
met5                 0                  0        -
met2             4.494                417       17
## worst paths after layout
kind / endpoint / cells after the start / from / slack, ns
worst max-delay path: Counter[4]$_DFFE_PP_ / 7 / Down / 1.38
worst min-delay path: Counter[0]$_DFFE_PP_ / 1 / Counter[0]$_DFFE_PP_ / 0.78
worst max register to register: Counter[4]$_DFFE_PP_ / 8 / Counter[0]$_DFFE_PP_ / 1.44
worst min register to register: Counter[0]$_DFFE_PP_ / 1 / Counter[0]$_DFFE_PP_ / 0.78
Power figures rest on the tool's default switching activity, not on a simulated workload.
