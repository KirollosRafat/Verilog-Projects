--- flow/design.v ---
`timescale 1ns / 1ps
module N_bit_factorial#(parameter N = 4)(
input  [N-1:0] Number, 
   output reg [10*N-1:0] Factorial  
   );
  integer i;
  always@(*)
  begin
  Factorial = 1;
  for(i = 1; i <= Number; i = i + 1 )
  Factorial = Factorial * i;
  end
endmodule
--- flow/run.sh ---
#!/bin/bash
# OpenROAD 26Q1-2900-gdf79404cd8, Yosys 0.63+post, stock flow scripts
make -C /OpenROAD-flow-scripts/flow DESIGN_CONFIG=/design/flow/config.mk WORK_HOME=/design/flow/orfs finish
--- flow/config.mk ---
export PLATFORM = sky130hd
export DESIGN_NAME = N_bit_factorial
export DESIGN_NICKNAME = N_bit_factorial
export VERILOG_FILES = /design/flow/design.v
export SDC_FILE = /design/flow/constraint.sdc
export NUM_CORES = 4
export LEC_CHECK = 1
export CORE_AREA = 10 10 70 70
export DIE_AREA = 0 0 80 80
export SYNTH_HDL_FRONTEND = slang
--- flow/constraint.sdc ---
current_design N_bit_factorial

set clk_period 1.8
set clk_io_pct 0.2

create_clock -name clk0 -period $clk_period

set non_clock_inputs [all_inputs -no_clocks]
set_input_delay [expr $clk_period * $clk_io_pct] -clock clk0 $non_clock_inputs
set_output_delay [expr $clk_period * $clk_io_pct] -clock clk0 [all_outputs]
==> Changelog: implementation <==
## Flow update

* OpenROAD warning count at 33
* Worst path slowest cell: clkdlybuf4s50_1
* Die width at around 80 µm
* Post-Syn Area per Cell at 6.825 µm²
* Status: completed
* Antenna-violating nets left at 0
* Row Count at 21
* Drt total wl at 1947 µm
* Layout cells sized above 1 at 29.91%
* XORs/XNORs by Area at 3.889%
* Pwr dens at 198.1 mW/mm²
* Cells in synth_stat.txt at 66
* Endpoints failing hold at 0
* CP Launch Type: primary input
* Flops at 0
* Register area share after synthesis at 0%
* Die height at 80 µm
* Floorplan core density at 13.19%
* I/O pin total at about 44
* Synth Instances at 66
* GRT Overall Usage at between 5 and 6%
* Top Layout Cells: 28 x clkdlybuf4s50_1, 10 x buf_4, 9 x nor2_1
* Port bufs at 39
* Initial antenna violation count at 0
* Post-synthesis compound-gate area fraction at 17.50%
* RSZ-0062 raised after global routing: true
* Required time worst endpoint at 1.44 ns
* CP endpoint kind: output pin
* DP Cell Count at between 150 and 200
* Mapped Area at between 400 and 500 µm²
* Fin cells at between 150 and 200
* Vias per Instance at 3.562
* Comb pwr share at ~100%
* Simple share at 44.44%
* Pleak at 0.0004411 µW
* ANT cells at 0
* Min-Delay Startpoint: Number[0]
* Grt total ovfl at 0
* First-pass GRT wire length at about 3000 µm
* Commonest Layout Cell: clkdlybuf4s50_1
* Netlist cell types at 27
* Sw power at just under 70 µW
* Worst Hold Depth at 4
* Drt initial violations at 13
* Max-slew violations at 0
* Vias in the first global route at between 500 and 600
* Largest net degree at the start of global routing at 12
* Kind of cell adding the most delay to the critical path: buffers and inverters
* Post-layout util at 26.85%
* GP Congestion at 0.7934
* FMAX at 0.5642 GHz
* Hold EP: Factorial[6]
* Vias at 545
* Final period utilization at 98.47%
* Chip Area at approximately 0.0064 mm²
* Critical path class: primary input to output pin
* WP buf/inv at 3
* Critical path arrival at 1.41 ns
* Max Cap Viol at 0
* Part of the power in registers at 0%
* Reg area at 0 µm²
* Yosys stat chip area at 450.4 µm²
* Critical path peak fanout at 5
* Internal at around 110 µW
* Adder-cell area share of the yosys netlist at 0%
* Clock network power share at 0%
* Slowest Stage Delay on Critical Path at about 0.5 ns
* CP cell instances: buf_4 -> buf_2 -> nor4_4 -> clkdlybuf4s50_1
* # clk buffers at 0
* Remaining DRCs at 0
* Setup violators final at 0
* Synthesis-to-finish area growth at 103.6%
* Mux share at 2.222%
* Area of the core at 0.003416 mm²
* Comb area leader: simple AND/OR/NAND/NOR gates
* Drt pass-1 iters at 4
* Yosys Warn Count at 0
* Max VDD drop at 69.97 µV
* Period minus WS final at ~1.8 ns
* Hold/Removal Path Class: primary input to output pin
* DR WL/cell at 12.73 µm
* Post-DP HPWL at 1649 µm
* Switching part of the total at 38.26%
[per-stage QoR]
step	total power, µW	hold WS [ns]	setup TNS (ns)	setup slack (ns)	area [µm²]
after floorplan	81.59	0.8001	0	0.5329	465.4
after global placement	181.1	1.829	-14.13	-0.5068	874.6
after detailed placement	181.4	1.832	-15.07	-0.5323	874.6
after CTS	178.3	1.284	0	0.001864	870.8
after global routing	202.6	1.260	-0.02798	-0.01118	917.1
final	181.7	1.224	0	0.02746	917.1
[power groups by stage]
stage	registers [µW]	clock network [µW]	logic, µW
4_1_cts	0	0	178
5_1_grt	0	0	203
6_report	0	0	182
[worst max-delay path by stage]
| stage | cells past startpoint | endpoint | slack [ns] | from |
|---|---|---|---|---|
| CTS | 7 | Factorial[7] | 0.002 | Number[3] |
| global route | 5 | Factorial[30] | -0.01 | Number[3] |
| finish | 4 | Factorial[2] | 0.03 | Number[2] |
[area by class of cell]
class,instances,area [µm²]
tap,46,57.56
fill,391,2499
multi-input combinational,52,355.3
timing repair buffer,52,486.7
inverter,3,17.52
[synthesized netlist by cell type, types with 2 or more instances]
cell type   n  area share [%]
nor2_1     10             8.3
a21boi_0    2             3.3
nand2_2     2             2.8
and3_1      6             8.3
buf_6       5              12
nor3_1      2             2.2
nand2b_1    2             2.8
nand2b_4    2             6.1
nand2_1     4             3.3
buf_4       8              13
inv_2       2             1.7
a21oi_1     4             4.4
xor2_1      2             3.9
and2_1      2             2.8
[worst min-delay path, stage by stage]
cell            delay [ns]
buf_4                 0.15
xor2_1                0.10
and2_1                0.13
dlymetal6s2s_1        0.13
[cell families (layout without fill, tap and decap cells)]
logic type | after synthesis | after routing
buffers and inverters | 18 | 55
other | 1 | 5
AND-OR/OR-AND | 11 | 11
XOR/XNOR | 2 | 2
multiplexers | 1 | 1
AND/OR/NAND/NOR | 33 | 33
[routing by layer]
layer | track usage, % | routed length, µm
met5 | 0 | 0
met2 | 11.64 | 1025
met3 | 1.364 | 162
met4 | 0 | 0
met1 | 6.526 | 759
[what timing repair did]
action                                 in CTS  in global routing
cloned                                      1                  0
buffers inserted                            0                  0
pin swaps                                   3                  0
resized                                    27                 14
endpoints found under the hold margin       0                  0
hold buffers                                0                  0
setup endpoints to repair                  35                 15
No activity file was given, so power comes from the tool's default toggle rates.
