[flow/design.v]
`timescale 1ns / 1ps
module Parameterized_ALU#(parameter N = 16)(
    input clk,  
    input [N-1:0] A, 
    input [N-1:0] B,  
    input [3:0] ALU_Func,  
    output reg [N-1:0] ALU_out, 
    output reg Carry,  
    output  Arith, 
    output  Shift, 
    output  CMP, 
    output  Logic  
    );
    localparam [N-1:0] one = 1, two = 2,three = 3;  
    always@(posedge clk)
        begin
            Carry <= 1'b0;
            case(ALU_Func)
                4'b0000: {Carry,ALU_out} <= A + B;
                4'b0001: {Carry,ALU_out} <= A - B;
                4'b0010: ALU_out <= A * B;
                4'b0011: ALU_out <= A / B;
                4'b0100: ALU_out <= A & B;
                4'b0101: ALU_out <= A | B;
                4'b0110: ALU_out <= ~(A & B);
                4'b0111: ALU_out <= ~(A | B);
                4'b1000: ALU_out <= A ^ B;
                4'b1001: ALU_out <= ~(A ^ B);
                4'b1010: begin
                            if (A == B) ALU_out <= one;
                            else ALU_out <= 'b0;
                         end
                4'b1011:  begin
                            if (A > B) ALU_out <= two;
                            else ALU_out <= 'b0;
                          end
                 4'b1100: begin
                            if (A < B) ALU_out <= three;
                            else ALU_out <= 'b0;
                          end
                 4'b1101: ALU_out <= A >> 1'b1;
                 4'b1110: ALU_out <= A << 1'b1;                               
                default: ALU_out <= 'b0;
            endcase
        end
    assign Arith = ({ALU_Func[3],ALU_Func[2]} == 2'b00 ); 
    assign Logic = ({ALU_Func[3],ALU_Func[2]} == 2'b01) || (ALU_Func == 4'b1000) || (ALU_Func == 4'b1001);
    assign CMP = (ALU_Func == 4'b1010) || (ALU_Func == 4'b1011) || (ALU_Func == 4'b1100);
    assign Shift = (ALU_Func == 4'b1101) || (ALU_Func == 4'b1110);
endmodule
[flow/run.sh]
#!/bin/bash
# OpenROAD 26Q1-2900-gdf79404cd8, Yosys 0.63+post, stock flow scripts
make -C /OpenROAD-flow-scripts/flow DESIGN_CONFIG=/design/flow/config.mk WORK_HOME=/design/flow/orfs finish
[flow/config.mk]
export PLATFORM = sky130hd
export DESIGN_NAME = Parameterized_ALU
export DESIGN_NICKNAME = Parameterized_ALU
export VERILOG_FILES = /design/flow/design.v
export SDC_FILE = /design/flow/constraint.sdc
export NUM_CORES = 4
export LEC_CHECK = 1
export CORE_UTILIZATION = 40
export SYNTH_HDL_FRONTEND = slang
[flow/constraint.sdc]
current_design Parameterized_ALU

set clk_period 64.2
set clk_io_pct 0.2

create_clock -name clk0 -period $clk_period [get_ports {clk}]

set non_clock_inputs [all_inputs -no_clocks]
set_input_delay [expr $clk_period * $clk_io_pct] -clock clk0 $non_clock_inputs
set_output_delay [expr $clk_period * $clk_io_pct] -clock clk0 [all_outputs]
==> out/metrics.csv <==
stage,metric,value,unit
floorplanning,I/O pin count,58,
logic_synthesis,Post-Syn Instances,1917,
worst_setup_path,startpoint types,input pin,
power_and_ir_drop,leak pwr,7.00,nW
power_and_ir_drop,sequential share of power,0.042,
logic_synthesis,and+or+nand+nor area frac,0.209,
clock_network,hold-fix buffers at CTS,0,
sta,RSZ-0062 raised after global routing,no,
place,buffers added on ports,57,
min_path,worst min-delay path class,in2reg,
floorplanning,Total Die Area,35800,sq um
worst_setup_path,CP max stage delay,780,ps
detailed_routing,vias post-DR,14500,
logic_synthesis,Yosys Chip Area,14000,sq um
worst_setup_path,"Slowest-stage cell, CP",clkdlybuf4s50_1,
sta,Max-slew headroom,0.392,
worst_setup_path,Max Fanout on Critical Path,22,
detailed_routing,Pre-antenna DRT Iters,7,
sta,Final period util,0.651,
logic_synthesis,Yosys top cell by area,ha_1,
logic_synthesis,Post-synth ARST share,0,
detailed_routing,WL final,53200,um
layout,final std cells w/o fill,2398,
detailed_routing,DR vias/cell,6.06,
sta,Max Slew Vio Count,0,
clock_network,Worst-path clk slew,70,ps
logic_synthesis,Post-synth EDFFs,0,
power_and_ir_drop,Power Internal,0.146,mW
grt,first-pass GRT wire length,81400,um
logic_synthesis,"Adder Share, Synth",0.328,
logic_synthesis,xor+xnor area frac,0.0731,
place,DP HPWL,41800,um
detailed_routing,DRT antenna net count,0,
layout,layout cells sized above 1,0.0690,
logic_synthesis,Synth warnings,0,
logic_synthesis,main logic family after synthesis,adder cells,
logic_synthesis,post-synthesis register bit count,17,
floorplanning,width of the chip,189,um
layout,dominant logic cell type in the layout,ha_1,
clock_network,postcts setup bufs,0,
layout,post-layout util,0.441,
logic_synthesis,MUX share of area,0.0292,
power_and_ir_drop,switching part of the total,0.561,
logic_synthesis,Post-synth seq share,0.0243,
floorplanning,floorplan utilization,0.406,
grt,largest net degree at the start of global routing,55,
place,Placed Cells,2394,
logic_synthesis,area of the mapped netlist,14000,sq um
logic_synthesis,Cell area leaders,"ha_1, fa_1, nand2_1",
floorplanning,row count,68,
detailed_routing,Routed wire per std cell,22.2,um
clock_network,Num CTS Buffers,3,
sta,TNS Setup,0,ps
clock_network,clk root buf,clkbuf_16,
logic_synthesis,Synth cell types,97,
run,Tool Warnings,61,
sta,Finish-stage setup viols,0,
power_and_ir_drop,pwr dens,21.8,nW/um^2
worst_setup_path,Crit path required time,64350,ps
grt,total routing usage reported by global routing,0.307,
place,routability cong.,1.03,
clock_network,CTS Sinks,17,
sta,Final Hold Viols,0,
floorplanning,Core ar.,34500,sq um
logic_synthesis,# Cells Yosys,1917,
power_and_ir_drop,VDD IR-drop max,0.0000255,V
grt,vias in the first global route,13500,
layout,Area growth syn-to-layout,8.69,%
layout,fillers,3528,
sta,Max Fclk,23.9,MHz
detailed_routing,Inserted Diodes,0,
run,MaxCap Viol Count,0,
floorplanning,Vert. Die Dim,189,um
clock_network,Post-CTS Resized,0,
detailed_routing,1st-iter DRT viols,1325,
sta,worst slew pin tran,903,ps
detailed_routing,DRC,0,
logic_synthesis,Top cell area share,0.211,
worst_setup_path,data arrival time of the worst path,41920,ps
worst_setup_path,nature of the critical path endpoint,register,
grt,grt ovf,0,
power_and_ir_drop,Clk pwr share,0.042,
grt,initial antenna violation count,0,
run_status,outcome,"complete, no violations",
power_and_ir_drop,Logic pwr share,0.916,
logic_synthesis,ao+oa area frac,0.260,
clock_network,Max Root-Sink Buffers,2,
power_and_ir_drop,net switching power figure,0.186,mW
worst_setup_path,CP most frequent cell,a21oi_1,
sta,Min Hold Slack,13420,ps
clock_network,Clock H-tree levels,1,
layout,most frequent cells in the layout,"ha_1, nand2_1, nor2_1, inv_1, a21oi_1",
worst_setup_path,Setup CP Type,in2reg,
sta,Final Critical Period,41780,ps
logic_synthesis,main flop type,dfxtp_1,
logic_synthesis,post-synthesis average cell area,7.31,sq um
clock_network,CTS tree,done,
power by group through the flow:
stage                 Clock, mW  Combinational [mW]  Sequential, mW
final                    0.0138               0.304          0.0140
after global routing     0.0143               0.335          0.0142
after CTS                0.0138               0.302          0.0141
layout make-up:
type                    instances  area, sq um  area share
well taps                     455          569      0.0374
multi-input cells            1628        12600       0.827
clock buffers                   4         78.8     0.00518
inverters                     188          706      0.0463
flip-flops and latches         17          340      0.0224
repair buffers                106          933      0.0613
critical path: cells and delay by family:
kind,cells,cell delay [ps]
fa+ha+maj,15,4860
simple gates,28,7050
buf+inv,5,1270
mux,5,1560
compound gates,61,14260
cell usage after synthesis (7+ instances only):
| cell | n |
|---|---|
| a211oi_1 | 17 |
| a21o_1 | 42 |
| a21oi_1 | 132 |
| a221oi_1 | 15 |
| a22oi_1 | 10 |
| a31oi_1 | 21 |
| and2_1 | 9 |
| and3_1 | 10 |
| buf_1 | 7 |
| clkbuf_1 | 67 |
| dfxtp_1 | 17 |
| fa_1 | 82 |
| ha_1 | 236 |
| inv_1 | 186 |
| mux2_2 | 20 |
| mux2i_1 | 14 |
| nand2_1 | 198 |
| nand2b_1 | 13 |
| nand3_1 | 48 |
| nand3b_1 | 7 |
| nand4_1 | 13 |
| nor2_1 | 186 |
| nor2b_1 | 14 |
| nor3_1 | 41 |
| nor4_1 | 13 |
| o211ai_1 | 33 |
| o21a_1 | 36 |
| o21ai_0 | 97 |
| o21bai_1 | 10 |
| o221ai_1 | 16 |
| o22ai_1 | 15 |
| or2_2 | 19 |
| or3_1 | 15 |
| or4_1 | 9 |
| xnor2_1 | 71 |
| xor2_1 | 46 |
flip-flops by register name, indices dropped and copies added, names as in the netlist:
name / count
ALU_out: 16
Carry: 1
routing by layer:
layer  share of wire  global-route usage  wire, um
met4           0.035              0.0785      1890
met1            0.42               0.425     22400
met2            0.45               0.484     23900
met3           0.093              0.0753      4930
met5               0                   0         0
worst paths after layout:
check | start | depth (start not counted) | end | slack (ps)
setup / recovery | B[8] | 114 | ALU_out[0] | 22420
hold / removal | ALU_Func[0] | 5 | ALU_out[1] | 13420
cells by family (layout without fill, tap and decap cells):
| logic type | Yosys count | in the layout |
|---|---|---|
| xor gates and xnor gates | 117 | 117 |
| DFF | 17 | 17 |
| and+or+nand+nor | 620 | 620 |
| muxes | 37 | 37 |
| AOI/OAI and AO/OA | 536 | 536 |
| buffers and inverters | 272 | 298 |
| adders and majority gates | 318 | 318 |
through the flow:
stage / instance area [sq um] / power [mW] / worst slack (ps)
2_1_floorplan: 14000 / 0.224 / 26450
3_3_place_gp: 15100 / 0.316 / 23250
3_5_place_dp: 15100 / 0.314 / 22660
4_1_cts: 15200 / 0.330 / 22850
5_1_grt: 15200 / 0.364 / 20020
6_report: 15200 / 0.332 / 22420
No activity file was given, so power comes from the tool's default toggle rates.
